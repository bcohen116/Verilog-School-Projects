==> ./design.v <==
`timescale 1ns / 1ps
module hex7seg (
 input [3:0] x ,
 output reg [6:0] a_to_g
);
 always @ (x) begin
 case (x)
 0: a_to_g = 7'b0000001;
 1: a_to_g = 7'b1001111;
 2: a_to_g = 7'b0010010;
 3: a_to_g = 7'b0000110;
 4: a_to_g = 7'b1001100;
 5: a_to_g = 7'b0100100;
 6: a_to_g = 7'b0100000;
 7: a_to_g = 7'b0001111;
 8: a_to_g = 7'b0000000;
 9: a_to_g = 7'b0000100;
 'hA: a_to_g = 7'b0001000;
 'hB: a_to_g = 7'b1100000;
 'hC: a_to_g = 7'b0110001;
 'hD: a_to_g = 7'b1000010;
 'hE: a_to_g = 7'b0110000;
 'hF: a_to_g = 7'b0111000;
 default: a_to_g = 7'b0000001;  
 endcase
 end
endmodule
`timescale 1ns / 1ps
module lab6module(
    input [3:0] sw_t,
    output [3:0] bcd
    );
assign bcd[3] = (sw_t[3]&&sw_t[2]) || (sw_t[2]&&sw_t[1]&&(!sw_t[0])) || (sw_t[3]&&sw_t[1]&&sw_t[0]) || (sw_t[2]&&sw_t[1]&&(!sw_t[0]));
assign bcd[2] = ((!sw_t[3])&&sw_t[2]&&(!sw_t[1])&&(!sw_t[0])) || (sw_t[3]&&sw_t[2]&&sw_t[1]&&sw_t[0]) || ((!sw_t[3])&&(!sw_t[2])&&sw_t[0]) || ((!sw_t[2])&&sw_t[1]&&(!sw_t[0]));
assign bcd[1] = ((!sw_t[3])&&(!sw_t[1])&&(!sw_t[0])) || (sw_t[3]&&(!sw_t[2])&&(!sw_t[1])) || (sw_t[3]&&(!sw_t[1])&&sw_t[0]) || ((!sw_t[3])&&(!sw_t[2])&&sw_t[1]&&sw_t[0]) || (sw_t[3]&&sw_t[2]&&sw_t[1]&&(!sw_t[0]));
assign bcd[0] = (sw_t[2]&&(!sw_t[0])) || ((!sw_t[3])&&(!sw_t[2])&&(!sw_t[0])) || (sw_t[3]&&(!sw_t[2])&&(!sw_t[1])&&sw_t[0]) || ((!sw_t[3])&&sw_t[2]&&sw_t[1]);
endmodule
`timescale 1ns / 1ps
module shuffler_top(
		input [3:0] sw,
		output [6:0] a_to_g_t,
		output dp,
		output [3:0] an
    );
wire [3:0] bcd_t;
assign dp=1;
assign an=4'b1110;
lab6module m1(.sw_t(sw), .bcd(bcd_t));
hex7seg m2(.x(bcd_t), .a_to_g(a_to_g_t));
endmodule
==> ./run.sh <==
#!/bin/bash
# OpenROAD 26Q1-2900-gdf79404cd8, Yosys 0.63+post, stock flow scripts
make -C /OpenROAD-flow-scripts/flow DESIGN_CONFIG=/design/flow/config.mk WORK_HOME=/design/flow/orfs finish
==> ./config.mk <==
export PLATFORM = sky130hd
export DESIGN_NAME = shuffler_top
export DESIGN_NICKNAME = shuffler_top
export VERILOG_FILES = /design/flow/design.v
export SDC_FILE = /design/flow/constraint.sdc
export NUM_CORES = 4
export LEC_CHECK = 1
export CORE_AREA = 10 10 70 70
export DIE_AREA = 0 0 80 80
==> ./constraint.sdc <==
current_design shuffler_top

set clk_period 2.4
set clk_io_pct 0.2

create_clock -name clk0 -period $clk_period

set non_clock_inputs [all_inputs -no_clocks]
set_input_delay [expr $clk_period * $clk_io_pct] -clock clk0 $non_clock_inputs
set_output_delay [expr $clk_period * $clk_io_pct] -clock clk0 [all_outputs]
==> results.py <==
# Auto-generated metrics
metrics = {
    "run_status": {
        "status": "finished with violations",
        "violations": "negative setup slack",
    },
    "final_layout": {
        "ff_count": 0,
        "register_area_um2": 0,
        "final_cell_mix": "buf_4, buf_6, buf_2",
        "lay_top_count": "buf_4",
        "clkbuf_count": 0,
        "syn2layout_area_growth_pct": 105,
        "drive_gt1_share_pct": 68.4,
    },
    "placed_design": {
        "io_buffer_count": 11,
        "place_congestion": 0.899,
        "hpwl_mm": 1.60,
    },
    "drt": {
        "post-route-drc-count": 0,
        "drtIter0Drc": 29,
        "routed_wl_mm": 2.48,
        "dr_total_vias": 814,
        "antenna_cells": 0,
        "ant_nets": 0,
        "viasPerCell": 4.47,
        "firstDrtPassIters": 4,
        "wl_per_cell_um": 13.6,
    },
    "synthesis": {
        "postSynthAreaPerCell_um2": 7.18,
        "top_area_share_pct": 11.9,
        "yosys_warnings": 1,
        "ys_seq_share_pct": 0,
        "top_area_cell": "ha_1",
        "ys_area_um2": 632,
        "netlist_instances": 88,
        "yosys_cells": 88,
        "ys_types": 40,
        "syn_area_um2": 632,
        "synthTopCellsByArea": "ha_1, a21oi_1, buf_4",
    },
    "timing": {
        "whs_ns": 1.39,
        "rsz0062_at_grt": "yes",
        "setup_viol": 7,
        "final-hold-violation-count": 0,
        "period_used_pct": 119,
        "fin_crit_ns": 2.86,
        "timing.fmax_mhz": 350,
        "drv_slew": 0,
        "worst_slack_ns": -0.460,
    },
    "setup_path": {
        "arrival_ns": 2.38,
        "max_stage_delay_ns": 0.38,
        "crit_type": "input port to output port",
        "cp-start-kind": "input port",
        "endpoint_kind": "output port",
        "cp_cell_sequence": "buf_8 -> and2_4 -> nor2b_4 -> o21a_1 -> or3_4 -> ha_4 -> nor2_4 -> a221oi_2 -> a31oi_1 -> a211oi_2 -> buf_2",
        "crit_path_max_fanout": 4,
        "crit_required_ns": 1.92,
        "cp_slowest_cell": "or3_4",
    },
    "floorplan": {
        "die_w_um": 80,
        "rows": 21,
        "initCoreUtil_pct": 18.5,
        "core_area_mm2": 0.00342,
        "io_pins": 16,
        "fp.dieH_um": 80,
        "chip_area_mm2": 0.00640,
    },
    "run": {
        "cap_violations": 0,
        "tool_warnings": 40,
    },
    "grt": {
        "grt_pass1_wl_mm": 4.03,
        "grt_usage_pct": 7.37,
        "gr-total-overflow": 0,
        "antenna_found_initial": 0,
        "grt_max_degree": 15,
        "grt_pass1_vias": 831,
    },
    "clock_network": {
        "postCtsHoldBufs": 0,
    },
    "pwr": {
        "powerDensity_mw_per_mm2": 232,
        "ir_worst_vdd_mv": 0.0647,
        "p_total_w": 0.000299,
        "power_leakage_nw": 0.580,
    },
    "hold_path": {
        "hold_path_startpoint": "sw[2]",
        "min_path_cells": 4,
        "hp-class": "input port to output port",
        "holdPathEnd": "a_to_g_t[4]",
    },
}
## through the flow
stage                     TNS, ns  area (um^2)  cells  utilization [%]  setup WS [ns]
after floorplan            -0.193          749     91                -        -0.0662
after global placement      -8.02         1040    168             30.4          -1.22
after detailed placement    -8.06         1040    168             30.4          -1.23
after CTS                   -2.44         1220    180             35.7         -0.471
after global routing        -3.05         1290    182             37.8         -0.569
final                       -2.37         1290    182             37.8         -0.460
## worst max-delay path: cells and delay by family
kind / cells / cell delay [ns]
compound gates: 4 / 0.69
buf+inv: 2 / 0.22
simple gates: 4 / 0.68
fa+ha+maj: 1 / 0.31
## report_power, final
part,switching (W),internal (W)
combinational,0.000129,0.000171
clock,0,0
sequential,0,0
## area by class of cell
| type | instances | area (um^2) |
|---|---|---|
| tap | 46 | 57.6 |
| inverter | 3 | 13.8 |
| fill | 324 | 2120 |
| timing repair buffer | 57 | 494 |
| multi-input combinational | 76 | 727 |
## cells in the mapped netlist, drive strengths merged (2+ instances only)
| cell type | number |
|---|---|
| o32ai | 2 |
| nand2b | 2 |
| nand2 | 5 |
| mux2i | 2 |
| a221oi | 2 |
| buf | 12 |
| inv | 3 |
| a31oi | 3 |
| conb | 2 |
| ha | 6 |
| o22ai | 2 |
| nor2 | 7 |
| o21ai | 3 |
| a211oi | 3 |
| a21oi | 8 |
| nor3 | 4 |
| nor2b | 7 |
## timing repair
| item | CTS | global route |
|---|---|---|
| setup endpoints to repair | 7 | 7 |
| resized | 73 | 16 |
| pin swaps | 18 | 17 |
| gates cloned | 0 | 0 |
| buffers inserted | 12 | 6 |
## layer usage
metal,routed length [um],global-route usage [%]
met1,1290,10.6
met2,1100,11.3
met3,89,1.02
met4,0,1.41
met5,0,0
## logic make-up (layout without fill, tap and decap cells)
kind of cell,after synthesis,after routing,synth area share [%]
compound gates,30,30,35.6
fa+ha+maj,6,6,11.9
buf+inv,15,60,16.2
mux,3,3,5.54
other cells,2,5,1.19
simple gates,32,32,29.5
## worst max-delay path by stage
stage                 start           to  slack [ns]  cells after the start
after CTS             sw[0]  a_to_g_t[3]       -0.47                     11
after global routing  sw[0]  a_to_g_t[3]       -0.57                     11
final                 sw[0]  a_to_g_t[3]       -0.46                     11
No activity file was given, so power comes from the tool's default toggle rates.
