File: ./run.sh
#!/bin/bash
# OpenROAD 26Q1-2900-gdf79404cd8, Yosys 0.63+post, stock flow scripts
make -C /OpenROAD-flow-scripts/flow DESIGN_CONFIG=/design/flow/config.mk WORK_HOME=/design/flow/orfs finish
File: ./config.mk
export PLATFORM = sky130hd
export DESIGN_NAME = top_module
export DESIGN_NICKNAME = top_module
export VERILOG_FILES = /design/flow/design.v
export SDC_FILE = /design/flow/constraint.sdc
export NUM_CORES = 4
export LEC_CHECK = 1
export CORE_UTILIZATION = 50
File: ./constraint.sdc
current_design top_module

set clk_period 6.6
set clk_io_pct 0.2

create_clock -name clk0 -period $clk_period [get_ports {clock}]

set non_clock_inputs [all_inputs -no_clocks]
set_input_delay [expr $clk_period * $clk_io_pct] -clock clk0 $non_clock_inputs
set_output_delay [expr $clk_period * $clk_io_pct] -clock clk0 [all_outputs]
File: ./design.v
`timescale 1ns / 1ps
module Clock_down_converter(
    input clock,  
    input clear,  
    output clk1,  
    output clk500  
    );
 reg[26:0] q;
 always @ (posedge clock, posedge clear) begin
	 if (clear)
		q <= 0;
	 else
		q <= q+1;
 end
 assign clk500 = q[15]; 
 assign clk1 = q[26];  
endmodule
`timescale 1ns / 1ps
module Debounce(
	 inout clock,  
    input clear,  
    input dbin,  
    output dbout  
    );
 reg delay1;
 reg delay2;
 reg delay3;
 always @ (posedge clock, posedge clear) begin
	 if (clear) begin
		 delay1 <= 1'b0;
		 delay2 <= 1'b0;
		 delay3 <= 1'b0;
	 end
	 else begin
		 delay1 <= dbin;
		 delay2 <= delay1;
		 delay3 <= delay2;
	 end
 end
 assign dbout = delay1 & delay2 & delay3;
endmodule
`timescale 1ns / 1ps
`timescale 1ns / 1ps
module bcd7seg(clock, bcd, seg, an);
	input clock;
	input [15:0] bcd;
	output reg [6:0] seg;
	output reg [3:0] an;
	reg [1:0] step = 2'b00;
	integer digit = 4'b1111;
	always @ (posedge clock) begin
		case (step)
			0: digit = bcd[3:0];
			1: digit = bcd[7:4];
			2: digit = bcd[11:8];
			3: digit = bcd[15:12];
			default: digit = bcd[3:0];
		endcase
		an = 4'b1111;
		case(digit)  
			0: seg = 7'b0000001;
			1: seg = 7'b1001111;
			2: seg = 7'b0010010;
			3: seg = 7'b0000110;
			4: seg = 7'b1001100;
			5: seg = 7'b0100100;
			6: seg = 7'b0100000;
			7: seg = 7'b0001111;
			8: seg = 7'b0000000;
			9: seg = 7'b0000100;
			default: seg = 7'b1111111;
		endcase
		if (an[step]==1) an[step]=0;  
			step = step + 1;
	end
endmodule
`timescale 1ns / 1ps
`timescale 1ns / 1ps
module bin2bcd(bin, bcd);
	input [7:0] bin;
	output reg [15:0] bcd;
	integer i = 7;
	always @ (bin) begin
		bcd = 0;
		for (i = 7; i > 0; i = i - 1) begin
			bcd = bcd << 1;
			bcd[0] = bin[i];
			if (bcd[7:4] >= 5)  
			bcd = bcd + 48;
			if (bcd[3:0] >= 5)  
			bcd = bcd + 3;
		end
		bcd = bcd << 1;
		bcd[0] = bin[0];
	end
endmodule
`timescale 1ns / 1ps
module oneZoneDtr(
    input clk1,
    input clear,
    input dInew,
	 input dSnew,
    output reg Zout
    );
	reg [1:0] state, next_state;
	parameter S0 = 2'b00, S1 = 2'b01, S2 = 2'b10, S3 = 2'b11;
	always @ (posedge clk1, posedge clear) 
		if (clear == 1)
			state <= S0;
		else
			state <= next_state;
	always @ (state,dInew)
		case (state)
		 S0: if (dInew && dSnew) next_state = S1; else if(~dInew && dSnew) next_state = S0; else next_state = S0;
		 S1: if (~dInew && dSnew) next_state = S2; else if(dInew && dSnew) next_state = S1; else next_state = S0;
		 S2: if (dInew && dSnew) next_state = S3; else if(~dInew && dSnew) next_state = S0; else next_state = S0;
		 S3: if (dInew && dSnew) next_state = S1; else if(~dInew && dSnew) next_state = S0; else next_state = S0;
		endcase
			always @ (state, dInew)
			 case(state)
			  S0,S1,S2: Zout = 0;
			  S3: Zout = 1;
			 endcase
endmodule
`timescale 1ns / 1ps
module shiftR(input clk1, input dI, input dS, output reg [7:0] bin);
always @(posedge clk1)
	begin
		if (dS == 1)
			begin
				bin[0] <= dI;
				bin[1] <= bin[0];
				bin[2] <= bin[1];
				bin[3] <= bin[2];
				bin[4] <= bin[3];
				bin[5] <= bin[4];
				bin[6] <= bin[5];
				bin[7] <= bin[6];
			end
		end
endmodule
`timescale 1ns / 1ps
module top_module(
    input clock,
	 input dI,
    input dS,
	 input clear,
	 output [6:0] seg,
    output Zout,
	 output wire clk1,
	 output [3:0] an
    );
	 wire dInew, dSnew;
	 wire clk190;
	 wire [7:0] bin;
	 wire [15:0] bcd;
	 Clock_down_converter m2(clock,clear,clk1,clk190);
	 Debounce I_dbc(clk190,clear,dI,dInew);
	 Debounce S_dbc(clk190,clear,dS,dSnew);
	 oneZoneDtr m1(clk1,clear,dI,dS,Zout);
	shiftR m5(clk1,dI,dS,bin);
	bin2bcd m3(bin,bcd);
	bcd7seg m4(clk190,bcd,seg,an);
endmodule
==> deck_impl_summary.md <==
Implementation Results

Power
  • Clk pwr share: around 34%
  • Seq pwr share: roughly 64%
  • Power Density: 60.9 nW/um^2
  • Static leakage power: 0.00177 uW
  • Psw: just over 50 uW
  • Comb power frac: roughly 2.9%
  • Worst VDD drop: between 0.1 and 0.15 mV
  • Int Pwr: between 200 and 250 uW
  • Switching share of power: between 10% and 20%

Setup path
  • CP startpoint: m2.q[26]
  • R2R setup slack: 4.59 ns
  • Worst setup EP type: output pin
  • Critical Setup Path Class: reg2out
  • WP buf/inv: 1
  • CP Max Fanout: 14
  • Cell depth of the worst flop-to-flop path: 8
  • Arrival @ worst endpoint: 1.36 ns
  • FF-to-FF Start: m2.q[2]
  • Slowest CP cell: dfrtp_1
  • Cell depth of the worst setup path: 1
  • Worst R2R End: m2.q[24]
  • Worst setup SP type: flop
  • Worst path max stage delay: ~0.56 ns
  • Setup crit end: clk1
  • Crit path cell chain: clkdlybuf4s50_1
  • WP data required: ~5.3 ns
  • CP top delay family: flip-flops

STA
  • Setup TNS Final: 0 ns
  • Final setup viols: 0
  • Tcrit/Tclk final: roughly two fifths
  • Worst Max-Slew Pin Slew: 0.797 ns
  • Endpoints left unconstrained: roughly 45
  • Final Max Slew Viols: 0
  • Max frequency: ~370 MHz
  • Clock skew: between 0.007 and 0.008 ns
  • RSZ-0062 raised after global routing: no
  • Final min period: about 2.7 ns
  • Count of unclocked register or latch pins: 25
  • Rel. slew slack: around 46%
  • Final hold violations: 0

Clock network
  • TritonCTS clock tree: built
  • Post-CTS Setup Bufs: 0
  • Clk slew on worst S/H paths: roughly 0.090 ns
  • Clock Path Buffers: 2
  • CTS Hold Buffers Added: 0
  • Num CTS Buffers: 3
  • Root buf cell: clkbuf_8
  • Clk latency late pin: between 0.2 and 0.3 ns
  • Post-CTS Resized: 0
  • H-tree levels: 1

Yosys
  • Top-area cell share: approximately 19%
  • Synth Seq Share: 31.5%
  • Main synth FF type: dfrtp_1
  • Unique masters post-synth: a little over 80
  • EDFF count, synth: 8
  • Fa+ha+maj area frac: under 10%
  • Ys cells: roughly 440
  • Synth flops: 52
  • Yosys aoi share: 19.4%
  • Dominant comb cell: simple AND/OR/NAND/NOR gates
  • Post-Syn Instances: 441
  • YS chip area: a little over 4000 um^2
  • MUX share of area: roughly 4%
  • Ranking of synthesized cells by area: dfrtp_1 (19%), ha_1 (8.6%), xnor2_1 (8.0%), dfxtp_1 (6.4%), edfxtp_1 (5.9%)
  • Yosys simple share: about a fifth
  • Yosys top cell by area: dfrtp_1
  • Share of flip-flops with an asynchronous set or reset: roughly three fifths
  • Syn Area/Cell: between 9 and 10 um^2
  • Number of synthesis warnings: 6
  • Xor/xnor share: approximately a tenth
  • Synthesized cell area: between 4000 and 5000 um^2

Drt
  • DR iter-0 viols: 132
  • Average wire per standard cell: 13.2 um
  • DR vias/cell: between 5 and 6
  • Post-route ant nets: 0
  • Post-route DRC violation count: 0
  • 1st-pass router iterations: 4
  • Total wire length: 7.27 mm
  • Antenna Cells: 0
  • Vias: 3136

Cells and area
  • Synthesis-to-layout area growth: 6.15%
  • Reg area: around 1300 um^2
  • Layout cells sized above 1: under 10%
  • Layout filler cell count: about 700
  • Layout Cells excl Fill: around 550
  • Comb area: around 2600 um^2

Global route
  • Largest net degree at the start of global routing: 32
  • Global Route Usage Sum: 19.3%
  • Vias in the first global route: between 2000 and 3000
  • Grt ovf: 0
  • First-pass GRT wire length: between 10 and 15 mm
  • Initial antenna violation count: 0

Place
  • Dpl hpwl: 5.49 mm
  • Placed Cells: around 550
  • GP Congestion: between 0.8 and 0.9
  • Port buffer count: 16

Floorplan
  • Top Ports: 17
  • FP Rows: 32
  • Die span in y: ~92 um
  • Die width: around 92 um
  • Die ar.: between 8000 and 9000 um^2
  • Fp_density: between 50% and 60%
  • Core ar.: roughly 8000 um^2

Job
  • Log Warnings: between 40 and 50
  • Max_cap viols: 0

Hold path
  • HP Class: reg2reg

Outcome
  • Status: finished clean
[through the flow]
stage | worst slack (ns) | hold WS (ns) | instance area (um^2) | util [%] | total power [uW]
CTS | 3.88 | 0.475 | 4300 | 55.4 | 267
finish | 3.92 | 0.473 | 4300 | 55.4 | 262
detailed placement | 4.20 | 0.459 | 4250 | 54.8 | 177
floorplan | 4.62 | 0.437 | 4050 | - | 173
global placement | 4.20 | 0.455 | 4250 | 54.8 | 177
global route | 3.83 | 0.490 | 4300 | 55.4 | 274
[state kept, by name, summed over array words and instances (netlist names)]
signal / count
m2.q: 27
m5.bin: 8
m4.seg: 7
m1.state: 4
m4.an: 4
m4.step: 2
[area by class of cell]
type                       count  share of cell area [%]
clock inverter                 1                   0.116
inverter                      28                    2.56
multi-input combinational    346                    59.8
sequential                    52                    29.7
clock buffer                   3                   0.960
timing repair buffer          17                    3.90
tap                          102                    2.97
[layout by cell type, fill, tap and decap left out, types with 4 or more instances in the layout]
master           netlist  routed
a21o_1                 6       6
a21oi_1               19      19
a22oi_1                4       4
a31oi_1                7       7
and2_1                 4       4
and3_1                 7       7
and4_1                 4       4
clkdlybuf4s50_1        0      16
dfrtp_1               30      30
dfxtp_1               13      13
edfxtp_1               8       8
ha_1                  28      28
inv_1                 25      25
mux2_2                 4       4
mux2i_1               10      10
nand2_1               33      33
nand2b_1               7       7
nand3_1               23      23
nand4_1               11      11
nor2_1                23      23
nor2b_1                6       6
nor3_1                10      10
nor3b_1                5       5
o21ai_0               17      17
o221ai_1               5       5
xnor2_1               37      37
xor2_1                 7       7
[power by group through the flow]
stage / clock network, uW / registers [uW] / logic, uW
final: 88.1 / 166 / 7.47
after global routing: 99.1 / 166 / 8.81
after CTS: 93.1 / 166 / 7.90
[cells in the mapped netlist (all sizes together) (8+ instances only)]
master and instances:
a21oi 21, clkbuf 8, dfrtp 30, dfxtp 13, edfxtp 8, ha 28, inv 28, mux2i 10
nand2 33, nand3 26, nand4 11, nor2 23, nor3 12, o21ai 21, xnor2 39
[per-layer routing]
layer / wire (um) / track usage, % / vias up
li1: - / - / 1624
met1: 3750 / 32.1 / 1470
met2: 3280 / 29.9 / 34
met3: 157 / 1.18 / 8
met4: 81 / 1.95 / 0
met5: 0 / 0 / -
[worst min-delay path by stage]
stage | startpoint | to | slack (ns) | depth (start not counted)
6_report | m2.q[14] | m2.q[14] | 0.47 | 1
4_1_cts | m2.q[24] | m2.q[24] | 0.47 | 1
5_1_grt | m2.q[24] | m2.q[24] | 0.49 | 1
[cells by family (layout without fill, tap and decap cells)]
family	count (synthesis)	in the layout
AOI/OAI and AO/OA	102	102
xor gates and xnor gates	46	46
adders and majority gates	28	28
buffers and inverters	43	49
DFF	52	52
muxes	15	15
and+or+nand+nor	155	155
No activity file was given, so power comes from the tool's default toggle rates.
